`./config.mk`:
```
export PLATFORM = sky130hd
export DESIGN_NAME = AR_TXD
export DESIGN_NICKNAME = AR_TXD
export VERILOG_FILES = /design/flow/design.v
export SDC_FILE = /design/flow/constraint.sdc
export NUM_CORES = 4
export LEC_CHECK = 1
export CORE_UTILIZATION = 50
```
`./constraint.sdc`:
```
current_design AR_TXD

set clk_period 5.6
set clk_io_pct 0.2

create_clock -name clk0 -period $clk_period [get_ports {clk}]

set non_clock_inputs [all_inputs -no_clocks]
set_input_delay [expr $clk_period * $clk_io_pct] -clock clk0 $non_clock_inputs
set_output_delay [expr $clk_period * $clk_io_pct] -clock clk0 [all_outputs]
```
`./design.v`:
```
`timescale 1ns / 1ps
module AR_TXD (	input clk,			output wire ce_tact,  
						input [1:0] Nvel,	output wire TXD1,  
						input [7:0] ADR,	output wire TXD0,  
						input [22:0]DAT,	output wire SLP, 
						input st,			output reg en_tx =0,  
												output wire T_cp,  
												output reg FT_cp=0,  
												output wire SDAT,  
												output reg QM=0,  
												output reg[5:0]cb_bit=0,  
												output reg en_tx_word=0,
												output wire start);  
	parameter Fclk=50000000 ;  
	parameter V1Mb=1000000 ;  
	parameter V100kb=100000 ;  
	parameter V50kb= 50000 ;  
	parameter V12_5kb=12500 ;  
	wire [10:0]AR_Nt = 	(Nvel [1:0]==3)? 	(Fclk/(2*V1Mb)) :  
								(Nvel [1:0]==2)? 	(Fclk/(2*V100kb)) :  
								(Nvel [1:0]==1)? 	(Fclk/(2*V50kb)) :  
														(Fclk/(2*V12_5kb));  
	reg [10:0]cb_ce=0 ;  
	reg [ 7:0]sr_adr=0 ;  
	reg [22:0]sr_dat=0 ;  
	wire ce = (cb_ce==AR_Nt);  
	assign ce_tact = ce & QM ;  
	assign T_cp = (cb_bit==31) ;  
	wire T_adr_dat = en_tx & !T_cp ;  
	wire ce_end_word = (cb_bit==35) & ce_tact ;  
	assign SDAT = sr_adr[7] | (T_cp & FT_cp) ;  
	assign TXD1 = en_tx & QM & SDAT ;  
	assign TXD0 = en_tx & QM & !SDAT ;  
	assign SLP = (Nvel ==0) ;  
	assign start = st & !en_tx_word ;  
	always @ (posedge clk) begin
		cb_ce <= (start | ce)? 1 : cb_ce+1 ;
		QM <= start? 0 : (en_tx_word & ce)? !QM : QM ;  
		cb_bit <= start? 0 : (en_tx_word & ce_tact)? cb_bit+1 : cb_bit ;  
		en_tx_word <= start? 1 : ce_end_word? 0 : en_tx_word ;  
		en_tx <= start? 1 : (T_cp & ce_tact)? 0 : en_tx;  
		FT_cp <= start? 1 : (sr_adr[7] & ce_tact & T_adr_dat)? !FT_cp : FT_cp ;  
		sr_adr <= start? ADR : (ce_tact & en_tx)? sr_adr <<1 | sr_dat[0] : sr_adr ;  
		sr_dat <= start? DAT : (ce_tact & en_tx)? sr_dat >>1 : sr_dat ;  
	end
endmodule
```
`./run.sh`:
```
#!/bin/bash
# OpenROAD 26Q1-2900-gdf79404cd8, Yosys 0.63+post, stock flow scripts
make -C /OpenROAD-flow-scripts/flow DESIGN_CONFIG=/design/flow/config.mk WORK_HOME=/design/flow/orfs finish
```
==> changes_impl.md <==
## Flow update

- Slew Limit Fails: 0
- CP arrival: 3.40 ns
- Peak VDD IR: 239.4 µV
- Die Area: 5449 µm²
- Clk ins delay skew pair: 0.30 ns
- Logic area: 1186 µm²
- Max-cap violations: 0
- Vias in the first global route: 1553
- RSZ-0062 raised after global routing: no
- Antenna-violating nets left: 0
- Net Sw Frac: 0.2694
- Final setup violation count: 0
- Vias: 1725
- Remaining DRCs: 0
- Adder Share, Synth: 0.03396
- Cell type with the largest total area: edfxtp_1
- Largest net degree at the start of global routing: 39
- Placer Congestion: 0.8424
- Min-delay worst type: flip-flop to flip-flop
- Highest Clock Rate: 221.2 MHz
- Logic family by area: simple AND/OR/NAND/NOR gates
- TNS Setup: 0 ns
- I/O pin total: 52
- Min Tclk post-route: 4.522 ns
- Reg2reg start: cb_ce[2]$_SDFF_PP0_
- Initial antenna violation count: 0
- HP Start: cb_ce[0]$_SDFF_PP1_
- CTS max path bufs: 2
- Leakage: 1.186 nW
- Clk_skew: 0.005973 ns
- Status: finished clean
- H-tree levels: 2
- Register area share after synthesis: 0.5240
- Clk sinks: 52
- Slew headroom: 0.4819
- Fraction of layout cells with a size suffix above 1: 0.1984
- Rows: 25
- Die Wd: 73.82 µm
- Setup slack, reg-to-reg: 3.17 ns
- First-pass DRT Iterations: 4
- Synth mux share: 0.1490
- Yosys xor share: 0.04755
- Via density: 5.324
- Placed cell count: 316
- Ant. Diodes: 0
- DRT iter0 DRCs: 97
- Core area: 4848 µm²
- Crit path DRT: 4.48 ns
- Hold Path End: cb_ce[0]$_SDFF_PP1_
- FF-to-FF End: sr_dat[22]$_SDFFCE_PN0P_
- CTS Buf Count: 5
- CTS Root Buffer Type: clkbuf_8
- First-pass GRT wire length: 7107 µm
- AND-OR/OR-AND Cells, Area Fraction: 0.05580
- R2R cell count: 4
- Sequential cell fraction of total power: 0.543
- Combinational group share of total power: 0.185
- Clock Power Share: 0.271
- Psw: 0.2453 mW
- OpenROAD warning count: 30
- Total Routing Usage GR: 0.1770
- Int Power: 0.6655 mW
- Worst-path fanout max: 7
- Crit path kind: primary input to output pin
- Top cells, area: edfxtp_1 36%, dfxtp_1 16%, mux2_2 14%, ha_1 3.4%, xnor2_1 3.1%
- Final hold violation count: 0
- Total area of sequential cells: 1351 µm²
- # resized after CTS: 0
- Post-synth regs: 52
- Pwr/cell area: 279.9 nW/µm²
- HPWL Detailed: 2932 µm
- CP Launch Type: primary input
- Area grow syn2layout: 26.20%
- Hold Path Depth: 1
- Syn Area/Cell: 12.52 µm²
- Congestion Overflow GR: 0
- Worst-path clk slew: 0.08 ns
- YS chip area: 2579 µm²
- Post-Syn Area: 2579 µm²
- PortBufs: 51
- Init Core Util: 0.5319
- Filler cell count: 341
- Post-Syn Instances: 206
- Top cell area share: 0.3610
- Die height: 73.82 µm
- Distinct lib cells: 45
- Worst Tran Pin Value: 0.7771 ns
- # Cells Yosys: 206
- Simple-Gate Area Share: 0.1708
- Number of setup buffers added after CTS: 0
- Fin cells: 324
- Worst Setup End Kind: output pin
- Hold Buf Count CTS: 0
- Drt total wl: 4256 µm
- Period utilization: 0.8075
- Total power: 0.9108 mW
- WL/cell: 13.14 µm
- Synth Warn #: 1
- CTS tree: done
==> metal layers <==
metal | track usage | wire length, µm
met1 | 0.3020 | 2100
met2 | 0.2538 | 1848
met3 | 0.04300 | 248
met4 | 0.02137 | 58
met5 | 0 | 0
==> power groups by stage <==
| stage | registers [mW] | logic [mW] | clock network [mW] |
|---|---|---|---|
| CTS | 0.495 | 0.171 | 0.256 |
| global route | 0.503 | 0.189 | 0.270 |
| finish | 0.495 | 0.169 | 0.247 |
==> cells by family (layout without fill, tap and decap cells) <==
| group | Yosys count | in the layout |
|---|---|---|
| AOI/OAI and AO/OA | 18 | 18 |
| xor gates and xnor gates | 14 | 14 |
| adders and majority gates | 7 | 7 |
| buffers and inverters | 11 | 62 |
| DFF | 52 | 52 |
| muxes | 34 | 34 |
| and+or+nand+nor | 70 | 70 |
==> metrics by stage <==
step	utilization	cell area (µm²)	setup slack (ns)	hold slack [ns]
after floorplan	-	2579	2.342	0.4110
after global placement	0.6490	3147	1.140	0.4366
after detailed placement	0.6490	3147	1.071	0.4461
after CTS	0.6712	3254	1.063	0.4664
after global routing	0.6712	3254	0.9193	0.4918
final	0.6712	3254	1.078	0.4632
==> sequential cells by signal, indices dropped and copies added, names as in the netlist <==
| signal | count |
|---|---|
| cb_bit | 6 |
| en_tx | 1 |
| en_tx_word | 1 |
| sr_adr | 8 |
| QM | 1 |
| sr_dat | 23 |
| cb_ce | 11 |
| FT_cp | 1 |
==> worst max-delay path, stage by stage <==
cell	delay, ns
clkdlybuf4s50_1	0.53
inv_1	0.08
ha_1	0.26
xnor2_1	0.28
o21ai_4	0.14
nor4_4	0.44
clkdlybuf4s50_1	0.54
==> layout by cell type (no fill, tap or decap), drive strengths merged, types with 2 or more instances in the layout <==
cell type / count
clkdlybuf4s50: 51
mux2: 32
edfxtp: 31
dfxtp: 21
nor2: 15
nand2: 14
xnor2: 9
nand3: 8
nor3b: 7
ha: 7
clkbuf: 6
xor2: 5
and3: 5
nor4: 4
a21o: 3
a21oi: 3
nor3: 3
nor2b: 3
inv: 2
and2: 2
nand4b: 2
mux2i: 2
o211ai: 2
o21ai: 2
nand4: 2
==> Yosys cell counts (all sizes together) <==
cell and count:
and3 5, dfxtp 21, mux2i 2, or3 1
o22ai 1, nand4 2, a311oi 1, inv 2
nor2 15, o21bai 1, and3b 1, mux2 32
nor3b 7, nor4 4, o21a 1, xor2 5
clkbuf 3, a21o 3, and2 2, a311o 1
o21ai 2, a31oi 1, a21oi 3, xnor2 9
a31o 1, nand4b 2, o211ai 2, nand3 8
nand2b 1, ha 7, edfxtp 31, nor3 3
nor2b 3, or2 1, o221ai 1, buf 6
nand3b 1, nand2 14
==> worst max path at each step <==
stage	start	to	slack [ns]	cells past startpoint
finish	Nvel[0]	ce_tact	1.08	7
global route	Nvel[0]	ce_tact	0.92	7
CTS	Nvel[0]	ce_tact	1.06	7
==> final cells by class <==
| cell class | instances | area share |
|---|---|---|
| Clock buffer | 6 | 0.02230 |
| Clock inverter | 2 | 0.01077 |
| Inverter | 2 | 0.002307 |
| Multi-Input combinational cell | 143 | 0.3645 |
| Sequential cell | 52 | 0.4152 |
| Tap cell | 67 | 0.02576 |
| Timing Repair Buffer | 52 | 0.1592 |
Power is estimated from default activity; no workload was simulated.
