===== run.sh =====
#!/bin/bash
# OpenROAD 26Q1-2900-gdf79404cd8, Yosys 0.63+post, stock flow scripts
make -C /OpenROAD-flow-scripts/flow DESIGN_CONFIG=/design/flow/config.mk WORK_HOME=/design/flow/orfs finish

===== constraint.sdc =====
current_design AR_RXD

set clk_period 4.4
set clk_io_pct 0.2

create_clock -name clk0 -period $clk_period [get_ports {clk}]

set non_clock_inputs [all_inputs -no_clocks]
set_input_delay [expr $clk_period * $clk_io_pct] -clock clk0 $non_clock_inputs
set_output_delay [expr $clk_period * $clk_io_pct] -clock clk0 [all_outputs]

===== design.v =====
`timescale 1ns / 1ps
module AR_RXD (input Inp1,			output reg [7:0] sr_adr = 0,
					input Inp0,			output reg [22:0] sr_dat = 0,
					input clk,  		output reg ce_wr = 0, 
					input [1:0] Nvel, output wire res,
											output reg [5:0]cb_bit = 0,
											output reg FT_cp = 0,
											output wire ce_tact, 
											output wire ok_rx,
											output wire T_cp,
											output reg[15:0]cb_res = 0
											);
	parameter scale_const = 100000000;  
	parameter V1Mb=1000000 ;  
	parameter V100kb=100000 ;  
	parameter V50kb= 50000 ;  
	parameter V12_5kb=12500 ;  
	wire[11:0] bound = 	(Nvel [1:0]==3)? 	(scale_const/(V1Mb)) :  
								(Nvel [1:0]==2)? 	(scale_const/(V100kb)) :  
								(Nvel [1:0]==1)? 	(scale_const/(V50kb)) :  
														(scale_const/(V12_5kb));  
	assign T_cp = (cb_bit == 31);
	reg t_Inp = 0;
	reg t_Inp1 = 0;
	wire Inp = Inp1|Inp0;
	assign ce_tact = (t_Inp & !Inp);  
	assign ok_rx = T_cp & FT_cp;
	assign res = (cb_res == bound);
	always @(posedge clk) begin
		t_Inp <= Inp;
		t_Inp1 <= Inp1;
		cb_res <= (res | ce_tact) ? 0 : !Inp ? cb_res + 1 : cb_res;
		ce_wr <= (cb_bit == 0) ? 0 : ok_rx;
		cb_bit <= res ? 0 : ce_tact ? cb_bit + 1 : cb_bit;
		FT_cp <= res ? 0 : (Inp1 & !t_Inp1) ? !FT_cp : FT_cp;
		sr_adr <= (ce_tact & (cb_bit == 0)) ? t_Inp1 : (ce_tact & (cb_bit < 8)) ? ((sr_adr << 1)| t_Inp1) : sr_adr;
		sr_dat <= ce_tact ? (cb_bit == 0) ? 0 : ((cb_bit > 7) & (cb_bit < 31)) ? ((sr_dat >> 1)|(t_Inp1 << 22)) : sr_dat : sr_dat;
	end
endmodule

===== config.mk =====
export PLATFORM = sky130hd
export DESIGN_NAME = AR_RXD
export DESIGN_NICKNAME = AR_RXD
export VERILOG_FILES = /design/flow/design.v
export SDC_FILE = /design/flow/constraint.sdc
export NUM_CORES = 4
export LEC_CHECK = 1
export CORE_UTILIZATION = 40

==> summary.rpt <==
FLOW METRICS REPORT
----------------------------------------------------
[Synth]
  Synth async-reset ratio ........................ 0%
  Share of the synthesized area in the top cell type ........................ 28.6%
  Sequential share of the synthesized area ........................ 54.8%
  Cell total in the yosys stat output ........................ 245
  Area of the mapped netlist ........................ 2520 µm²
  Top post-synthesis cells by count ........................ 33 x dfxtp_1, 26 x and2_1, 24 x edfxtp_1, 24 x nand2_1, 22 x nor2_1
  Area contributors post-synth ........................ edfxtp_1 29%, dfxtp_1 26%, and2_1 6.4%
  Most frequently used cell type in the post-synthesis netlist ........................ dfxtp_1
  Area leader, netlist ........................ edfxtp_1
  Predominant post-synthesis flop cell ........................ dfxtp_1
  EDFF count, synth ........................ 24
  Distinct cell type count of the synthesized netlist ........................ 38
  Count of state elements after synthesis ........................ 57
  Gate count of the mapped netlist ........................ 245
  Yosys synthesis warning count ........................ 1
  Synthesis area per yosys ........................ 2520 µm²
  Synthesized area per cell ........................ 10.3 µm²

[Global route]
  Total routing usage reported by global routing ........................ 16.3%
  Initial antenna violation count ........................ 0
  Via count of the first global-routing pass ........................ 1,699
  Wire length of the first global-routing pass ........................ 8070 µm
  Pin count of the biggest net entering global routing ........................ 24
  GRT Residual Overflow ........................ 0

[Worst hold path]
  Beginning of the worst hold path ........................ t_Inp1
  Type of the most critical hold path ........................ reg -> reg

[STA]
  RSZ-0062 raised after global routing ........................ false
  Final max-slew violation count ........................ 0
  Final TNS setup ........................ 0 ns
  Worst slew pin tran ........................ 0.582 ns
  Post-Route Skew ........................ 0.00942 ns
  Worst slew margin relative to its limit ........................ 61.2%
  Maximum frequency from static timing analysis ........................ 262 MHz
  Setup violators final ........................ 0
  Post-route clock period utilization ........................ 86.8%
  Final Critical Period ........................ 3.82 ns
  Hold_ws ........................ 0.450 ns
  Final WS setup ........................ 0.581 ns
  Final count of hold timing violations ........................ 0

[Detailed routing]
  Wire per inst ........................ 12.6 µm
  Inserted Diodes ........................ 0
  First-pass DRT Iterations ........................ 4
  Tally of nets with antenna violations remaining after routing ........................ 0
  Detailed-route DRC error count ........................ 0
  Routed via count ........................ 1,881
  DRC violation total after the first TritonRoute iteration ........................ 76
  Via density ........................ 4.84
  Final Routed Wirelength ........................ 4920 µm

[Final layout]
  Layout cells sized above 1 ........................ 7.01%
  Layout Area Growth over Synthesis ........................ 35.1%
  Final std cells w/o fill ........................ 389
  Post-route cell area ........................ 3410 µm²

[Clocking]
  Buffers inserted by post-CTS timing repair ........................ 0
  Clock slew at reported path FFs ........................ 0.06 ns
  TritonCTS clock tree ........................ yes
  Root cell of the clock tree ........................ clkbuf_8
  Quantity of gates resized following cts ........................ 0
  Source-to-sink clock delay at the later pin of the worst-skew pair ........................ 0.32 ns
  Cts bufs inserted ........................ 9
  Number of buffers between clock root and the deepest sink ........................ 2
  Count of clock tree sinks ........................ 57
  Number of H-tree branching levels ........................ 3
  Hold buffer count at CTS ........................ 0

[Worst setup path]
  Arrival @ worst endpoint ........................ 2.94 ns
  Reg2Reg Setup Slack ........................ 2.32 ns
  Startpoint class of the critical path ........................ input pin
  Origin of the worst setup path ........................ Nvel[1]
  Worst reg2reg path startpoint ........................ cb_bit[0]
  Maximum fanout count along the critical path ........................ 5
  Classification of the worst setup path ........................ in -> out
  Category of the worst setup path capture point ........................ output pin
  Required time of the worst setup path ........................ 3.52 ns

[Pwr]
  Total power density per cell area ........................ 450 nW/µm²
  VDD IR-drop max ........................ 0.273 mV
  Leakage power total ........................ 0.00122 µW

[Floorplanning]
  Placeable core region ........................ 5990 µm²
  Die Ht ........................ 81.4 µm
  Horizontal die size ........................ 81.4 µm
  Area of the die ........................ 6630 µm²
  Number of placed I/O pins ........................ 64
  Fp_density ........................ 42.1%
  Number of cell rows ........................ 28

[Place]
  Area after DPL ........................ 3230 µm²
  Placed cell count ........................ 373
  DPL Wire Length ........................ 3460 µm
  Count of input and output buffers ........................ 63
  Minimum setup slack after placement ........................ 0.606 ns
  Gp weighted congestion ........................ 0.835

[Outcome]
  Result of the run ........................ completed

[Run]
  Tool Warnings ........................ 30
  Maximum Capacitance Violations ........................ 0

----------------------------------------------------
## sequential cells by signal, indices dropped and copies added (netlist names)
register,flops
FT_cp,1
cb_bit,6
cb_res,16
ce_wr,1
sr_adr,8
sr_dat,23
t_Inp,1
t_Inp1,1
## path summary, 6_finish.rpt
| kind | endpoint | cells past startpoint |
|---|---|---|
| worst min-delay path | sr_adr[0] | 0 |
| worst max-delay path | res | 6 |
| worst max register to register | sr_dat[2] | 5 |
| worst min register to register | sr_adr[0] | 0 |
## logic make-up (layout without fill, tap and decap cells)
kind of cell	Yosys count	after routing	synth area share, %
buffers and inverters	22	91	3.97
flip-flops	57	57	54.8
multiplexers	2	2	0.843
adder cells (fa/ha/maj)	8	8	3.97
AND-OR/OR-AND	25	25	5.51
AND/OR/NAND/NOR	112	112	24.4
XOR/XNOR	19	19	6.60
## where the power goes
group | switching, µW | internal [µW]
Sequential | 76.7 | 664
Clock | 190 | 256
Combinational | 131 | 216
Total | 398 | 1140
## critical path, cell delays in order
cell and delay, ns:
clkdlybuf4s50_1 0.57, ha_1 0.24, nor4bb_1 0.29, o2111ai_1 0.19
nor4_2 0.23, clkdlybuf4s50_1 0.53
## area by class of cell
class / instances / area, µm²
fillers: 529 / 2580
clock inverters: 5 / 47.5
flip-flops and latches: 57 / 1380
inverters: 9 / 33.8
multi-input cells: 166 / 1070
clock buffers: 11 / 131
well taps: 75 / 93.8
repair buffers: 66 / 653
## cell usage in the layout (no fill, tap or decap), drive strengths merged, types with 2 or more instances in the layout
cell type and count:
a21oi 8, and2 26, and4bb 2, buf 3, clkbuf 11, clkdlybuf4s50 63
clkinv 4, dfxtp 33, edfxtp 24, ha 8, inv 9, nand2 24
nand3 7, nand4 7, nor2 22, nor3 4, nor4 3, o2111ai 2
o21ai 13, or3 3, or4 3, xnor2 10, xor2 9
## layer usage
metal | routed length [µm] | GRT usage (%)
met5 | 0 | 0
met1 | 2430 | 27.2
met2 | 2140 | 22.7
met4 | 31 | 2.68
met3 | 315 | 3.72
## through the flow
stage | power (µW) | utilization [%]
3_5_place_dp | 1110 | 53.9
3_3_place_gp | 1100 | 53.9
5_1_grt | 1640 | 56.9
6_report | 1530 | 56.9
4_1_cts | 1560 | 56.9
2_1_floorplan | 901 | -
Power and IR drop assume default switching activity.
