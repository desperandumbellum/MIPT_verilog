`flow/run.sh`:
```
#!/bin/bash
# OpenROAD 26Q1-2900-gdf79404cd8, Yosys 0.63+post, stock flow scripts
make -C /OpenROAD-flow-scripts/flow DESIGN_CONFIG=/design/flow/config.mk WORK_HOME=/design/flow/orfs finish
```
`flow/config.mk`:
```
export PLATFORM = sky130hd
export DESIGN_NAME = UTXD1B
export DESIGN_NICKNAME = UTXD1B
export VERILOG_FILES = /design/flow/design.v
export SDC_FILE = /design/flow/constraint.sdc
export NUM_CORES = 4
export LEC_CHECK = 1
export CORE_AREA = 10 10 95 95
export DIE_AREA = 0 0 105 105
```
`flow/constraint.sdc`:
```
current_design UTXD1B

set clk_period 3.7
set clk_io_pct 0.2

create_clock -name clk0 -period $clk_period [get_ports {clk}]

set non_clock_inputs [all_inputs -no_clocks]
set_input_delay [expr $clk_period * $clk_io_pct] -clock clk0 $non_clock_inputs
set_output_delay [expr $clk_period * $clk_io_pct] -clock clk0 [all_outputs]
```
`flow/design.v`:
```
`timescale 1ns / 1ps
module UTXD1B( input clk, 		output wire UTXD, 				 
					input[7:0]dat, output wire ce_tact, 			 
					input st, 		output reg en_tx_byte = 0, 	 
										output reg [3:0] cb_bit = 0, 	 
										output wire T_start, 			 
										output wire T_dat, 				 
										output wire T_stop, 				 
										output wire ce_stop, 			 
										output reg [15:0]cb_tact = 0,
										output reg [7:0] sr_dat=0 ); 	 
	parameter Fclk = 50000000 ; 	 
	parameter VEL = 57600 ; 		 
	parameter Nt = Fclk/VEL ; 		 
	assign ce_tact = (cb_tact==Nt) ; 						 
	assign T_start = ((cb_bit==0) & en_tx_byte) ; 		 
	assign T_dat = (cb_bit<9) & (cb_bit>0); 				 
	assign T_stop = ((cb_bit==9) & en_tx_byte); 			 
	assign ce_stop = T_stop & ce_tact ;						 
	assign UTXD = T_start? 0 : T_dat? sr_dat[0] : 1 ; 	 
	wire start = st & !en_tx_byte ;  
	always @ (posedge clk) begin
		cb_tact <= (start | ce_tact)? 1 : cb_tact+1 ; 	 
		en_tx_byte <= st? 1 : ce_stop? 0 : en_tx_byte;
		cb_bit <= start? 0 : (ce_tact & en_tx_byte)? cb_bit+1 : cb_bit ;
		sr_dat <= (T_start & ce_tact)? dat : (T_dat & ce_tact)? sr_dat>>1 : sr_dat ;  
	end
endmodule
```
==> GITHUB_STEP_SUMMARY <==
### Yosys + OpenROAD results

| Metric | Value |
|---|---|
| Status | complete, no violations |
| Cell count after placement | 282 |
| Seq cells post-synth | 29 |
| Critical Path, Cell by Cell | inv_1 -> ha_1 -> nor4b_1 -> nand4_1 -> inv_1 -> clkdlybuf4s50_1 |
| CTS buffer count | 5 |
| Clock sink total | 29 |
| Mux share | 0.0569 |
| WP data required | slightly below 3 ns |
| Drt pass-1 iters | 4 |
| Hold_buf cts | 0 |
| Crit path top cell by count | inv_1 |
| Pleak | 0.800 nW |
| Port buffer count | 44 |
| Postcts setup bufs | 0 |
| Num ports | 45 |
| 1st-iter DRT viols | 95 |
| Count of final setup violators | 0 |
| Grt ovf | 0 |
| Compound-cell area share of the yosys netlist | 0.0293 |
| Period utilisation layout | 0.820 |
| Async SR Flop Fraction | 0 |
| Cell area after layout | 2100 sq um |
| Worst Slack Setup Final | 0.667 ns |
| Worst setup EP type | primary output |
| Dominant register cell | dfxtp_1 |
| Largest buffer count on any clock path | 2 |
| Final core area utilization | 0.303 |
| Post-synth EDFFs | 8 |
| Layout Skew | roughly 0.0086 ns |
| Rel. slew slack | 0.674 |
| Hold Fails Final Rpt | 0 |
| Vias in the first global route | 1137 |
| Dpl hpwl | 2750 um |
| Ant diodes | 0 |
| GPL Wtd Cong | 0.826 |
| Fin. max-slew vios | 0 |
| Area of the mapped netlist | 1450 sq um |
| Worst slew pin tran | ~0.49 ns |
| Die Y-Extent | between 100 and 150 um |
| Global-route wire length before repair | 5750 um |
| Power Density | 299 nW/um^2 |
| CTS tree | built |
| Worst VDD drop | 95.6 uV |
| CTS H-tree depth | 2 |
| Adder share | 0.0431 |
| Setup CP Type | flop to primary output |
| DIE AREA | about 11000 sq um |
| Cell Type Count | 34 |
| Min Clock Period, post-route | 3.03 ns |
| Number of cells in the yosys synthesis report | 146 |
| Area leader, netlist | dfxtp_1 |
| Area Growth Syn to Fin | 44.4% |
| Cells after Synth | 146 |
| Via density | about 4.2 |
| Startpoint types | flop |
| Largest net degree at the start of global routing | 15 |
| RSZ-0062 raised after global routing | false |
| Max-cap viol count | 0 |
| Post-route ant nets | 0 |
| Hold WC Path Type | flop to flop |
| Final TNS setup | 0 ns |
| DIE WIDTH | 105 um |
| Post-DR wirelength/cell | 12.6 um |
| Root Buffer | clkbuf_8 |
| Initial antenna violation count | 0 |
| Reg clk slew, reported paths | 0.06 ns |
| DP Worst Slack | 1.01 ns |
| Fin cells | about 290 |
| DRC | 0 |
| Arr. time, crit path | 2.29 ns |
| Simple Share, Synth | 0.284 |
| Syn avg cell area | 9.94 sq um |
| Via count | 1208 |
| Synth Seq Share | 0.455 |
| Largest cells by area | dfxtp_1 (29%), edfxtp_1 (17%), xnor2_1 (7.2%), nor2_1 (5.4%), mux2_2 (4.7%) |
| YS chip area | around 1500 sq um |
| Post-synth top area share | 0.290 |
| Late-Pin Clk Latency | 0.28 ns |
| Slowest-stage cell, CP | clkdlybuf4s50_1 |
| Resized cells post-CTS | 0 |
| Comb area leader | simple AND/OR/NAND/NOR gates |
| Floorplan utilization | 0.210 |
| FILL cells | 725 |
| Synth cell count leaders | dfxtp_1 (21), nor2_1 (21), xnor2_1 (12) |
| FMAX | 330 MHz |
| Log Warnings | 28 |
| Core ar. | 6910 sq um |
| Post-DP Area | about 2000 sq um |
| Largest fanout on the critical path | 9 |
| GRT Total Usage | 0.0619 |
| Drt total wl | 3660 um |
| Core Rows | 30 |
| Delay of the slowest cell on the worst path | 0.50 ns |
| Share of layout cells above drive strength 1 | 0.0979 |
| Ys Warns | 1 |
| Post-synthesis xor/xnor area fraction | 0.0966 |
cells in the final DEF (no fill, tap or decap), types with 3 or more instances in the layout:
| cell type | count |
|---|---|
| clkbuf_8 | 7 |
| clkdlybuf4s50_1 | 44 |
| dfxtp_1 | 21 |
| edfxtp_1 | 8 |
| ha_1 | 5 |
| inv_1 | 9 |
| mux2_2 | 6 |
| nand2_1 | 5 |
| nand2b_1 | 3 |
| nand3_1 | 10 |
| nand4_1 | 6 |
| nand4b_1 | 3 |
| nor2_1 | 21 |
| nor3_1 | 5 |
| nor4_1 | 4 |
| xnor2_1 | 12 |
| xor2_1 | 4 |
cell families after synthesis:
| group | Yosys count |
|---|---|
| mux | 7 |
| simple gates | 70 |
| fa+ha+maj | 5 |
| buf+inv | 13 |
| xor+xnor | 16 |
| compound gates | 6 |
| flops | 29 |
metrics by stage:
stage                     hold slack, ns  total power [mW]
after floorplan                    0.418             0.335
after detailed placement           0.471             0.347
after global routing               0.514             0.650
after CTS                          0.485             0.635
final                              0.484             0.626
after global placement             0.448             0.347
area by class of cell:
| class | instances | area [sq um] | area share |
|---|---|---|---|
| clock buffers | 7 | 96.3 | 0.0460 |
| clock inverters | 1 | 5.00 | 0.00239 |
| inverters | 9 | 33.8 | 0.0161 |
| multi-input cells | 104 | 739 | 0.353 |
| flip-flops and latches | 29 | 661 | 0.315 |
| well taps | 96 | 120 | 0.0573 |
| repair buffers | 44 | 440 | 0.210 |
state kept, by name (all words and copies together), names as in the netlist:
name / cells
cb_tact: 16
cb_bit: 4
en_tx_byte: 1
sr_dat: 8
per-layer routing:
layer	routed length, um	share of wire	GRT usage
met5	0	0	0
met4	81	0.022	0.0118
met3	129	0.035	0.0149
met2	1730	0.47	0.105
met1	1720	0.47	0.0791
final timing paths:
path         startpoint  slack [ns]  cells after the start         end
max          cb_tact[0]        0.67                      6     ce_tact
min          cb_tact[0]        0.48                      1  cb_tact[0]
max reg2reg  cb_tact[0]        1.46                      6   sr_dat[6]
min reg2reg  cb_tact[0]        0.48                      1  cb_tact[0]
critical path, delay by kind of cell (launching register included):
family | cells | cell delay (ns)
adders and majority gates | 1 | 0.16
buffers and inverters | 3 | 0.83
DFF | 1 | 0.37
and+or+nand+nor | 2 | 0.67
report_power, final:
part	switching [mW]	total (mW)	internal [mW]	leakage (nW)
Sequential	0.000799	0.326	0.325	0.246
Clock	0.118	0.286	0.168	0.0542
Combinational	0.00383	0.0148	0.0109	0.500
Power figures rest on the tool's default switching activity, not on a simulated workload.
